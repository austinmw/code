--- flow/design.v ---
`timescale 1ns / 1ns
module ALU(
input a, b,
input c_in, 
input [2:0] operation,
output result,
output c_out
);
parameter zero = 1'b0;
wire a_inv, or_mux, and_mux, Binvert, b_not, b_to_FA, FA_to_mux;
wire op_msb, op_lsb, FA_to_c_out, op_add, add_or_sub;
not (a_inv, a);            
not (b_not, b);  
not (op_msb, operation[2]);  
and (Binvert, op_msb, operation[1], operation[0]);  
mux_1x2 mux_b_inv(b, b_not, Binvert, b_to_FA);  
FA_str adder1b(FA_to_c_out, FA_to_mux, a, b_to_FA, c_in);  
not (op_lsb, operation[0]);
and (op_add, op_msb, operation[1], op_lsb);
or (add_or_sub, op_add, Binvert);
and (c_out, FA_to_c_out, add_or_sub);
or (or_mux, a, b);         
and (and_mux, a, b);       
mux_8to1 alu_select(a, a_inv, FA_to_mux, FA_to_mux, or_mux, and_mux, zero, zero, operation, result);
endmodule
`timescale 1ns / 1ns
module FA_str(c_out, sum, a, b, c_in);
input		a, b, c_in;  
output	c_out, sum;  
wire		not_a, not_b, not_c;
wire		and1_out, and2_out, and3_out, and4_out;
wire		and5_out, and6_out, and7_out, and8_out;
not	   not1		(not_a, a);
not	   not2		(not_b, b);
not		not3		(not_c, c_in);
and	#0		and1		(and1_out, a, not_b, not_c);
and	#0		and2		(and2_out, not_a, b, not_c);
and	#0		and3		(and3_out, not_a, not_b, c_in);
and	#0		and4		(and4_out, a, b, c_in);
or		#0		or1		(sum, and1_out, and2_out, and3_out, and4_out);
and	#0		and5		(and5_out, a, b);
and	#0		and6		(and6_out, b, c_in);
and	#0		and7		(and7_out, a, c_in);
and	#0		and8		(and8_out, a, b, c_in);
or		#0		or2		(c_out, and5_out, and6_out, and7_out, and8_out);
endmodule
`timescale 1ns / 1ns
module Register(
	input clk,
	input [W-1:0] reg_in,
	output [W-1:0] reg_out
   );
	parameter W = 32;
	reg [W-1:0] Reg;
	assign reg_out = Reg;
	always@(posedge clk)
		begin
		Reg <= reg_in;
		end
endmodule
`timescale 1ns / 1ns
module alu_top(
	input clk,
	input [W-1:0] a, b,
	input c_in,
	input [2:0] operation,
	output [W-1:0] result,
	output c_out
);
parameter W = 32;
wire [W-1:0] result_to_reg;
wire c_out_to_reg;
para_ALU
#(.W(W))
ALU
(
	.a(a),
	.b(b),
	.c_in(c_in),
	.operation(operation),
	.result(result_to_reg),
	.c_out(c_out_to_reg)
);
Register
#(.W(W))
Register_result
(
	.clk(clk),
	.reg_in(result_to_reg),
	.reg_out(result)
);
Register
#(.W(1))
Register_c_out
(
	.clk(clk),
	.reg_in(c_out_to_reg),
	.reg_out(c_out)
);
endmodule
`timescale 1ns / 1ns
module mux_1x2(in0, in1, select, out);
input in0, in1;
input select;
output out;
reg out;
wire Select;
always @(in0 or in1 or select)
begin
	if (select == 0)
		out = in0;
	if (select == 1)
		out = in1;
end
endmodule
`timescale 1ns / 1ps
module mux_8to1(
input in0, in1, in2, in3, in4, in5, in6, in7,   
input [2:0] select,
output reg out
);
always @*
begin
	if (select == 0)
		out = in0;
	if (select == 1)
		out = in1;
	if (select == 2)
		out = in2;
	if (select == 3)
		out = in3;
	if (select == 4)
		out = in4;
	if (select == 5)
		out = in5;
	if (select == 6)
		out = in6;
	if (select == 7)
		out = in7;
end
endmodule
`timescale 1ns / 1ns
module para_ALU(
input c_in,
input [W-1:0] a, b,
input [2:0] operation,
output [W-1:0] result,
output c_out	 
);
parameter W = 32;
wire [W:0] carry;
wire Binvert, not_msb_op, first_c_in;
not (not_msb_op, operation[2]);
and (Binvert, not_msb_op, operation[1], operation[0]);
or (first_c_in, Binvert, c_in);
assign carry[0] = first_c_in;
assign c_out = carry[W];
genvar i;
generate 
	for(i = 0; i < W; i = i + 1)
		begin: alu
		ALU	alu1bit(a[i], b[i], carry[i], operation, result[i], carry[i+1]);
		end
endgenerate		
endmodule
--- flow/run.sh ---
#!/bin/bash
# OpenROAD 26Q1-2900-gdf79404cd8, Yosys 0.63+post, stock flow scripts
make -C /OpenROAD-flow-scripts/flow DESIGN_CONFIG=/design/flow/config.mk WORK_HOME=/design/flow/orfs finish
--- flow/constraint.sdc ---
current_design alu_top

set clk_period 24.1
set clk_io_pct 0.2

create_clock -name clk0 -period $clk_period [get_ports {clk}]

set non_clock_inputs [all_inputs -no_clocks]
set_input_delay [expr $clk_period * $clk_io_pct] -clock clk0 $non_clock_inputs
set_output_delay [expr $clk_period * $clk_io_pct] -clock clk0 [all_outputs]
--- flow/config.mk ---
export PLATFORM = sky130hd
export DESIGN_NAME = alu_top
export DESIGN_NICKNAME = alu_top
export VERILOG_FILES = /design/flow/design.v
export SDC_FILE = /design/flow/constraint.sdc
export NUM_CORES = 4
export LEC_CHECK = 1
export CORE_UTILIZATION = 40
==> results.toml <==
# synthesis and place-and-route metrics
[power_and_ir_drop]
net-switching-power_mw = 0.05253
power.switching_fraction_pct = 29.68
pwr_density_cell_nw_per_um2 = 35.58
power.combinational.fraction_pct = 35.2
seq_power_share_pct = 37.0
cellInternalPower_mw = 0.1245
max-vdd-ir-drop_mv = 0.02593
leakage_nw = 2.172
design_power_total_mw = 0.1770
clock_power_share_pct = 27.8

[die]
die_w_um = 99.42
io-pin-count = 102
core_region_area_um2 = 9196
full_die_area_um2 = 9884
floorplanUtilization_pct = 41.28
die_y_um = 99.42
std_cell_rows = 35

[layout]
final_cell_area_um2 = 4975
fin_util_pct = 54.10
area_delta_synth_final_pct = 31.05
final-instance-count-excl-fill = 588
layout_cell_share_with_drive_strength_beyond_1_pct = 10.06

[final_timing]
finalSetupTns_ns = 0
hold_viol_final = 0
unclocked_pins = 32
total_setup_violations_reported_at_the_end_of_the_flow = 0
finalClockPeriodUsage_pct = 93.69
timing.final.crit_period_ns = 22.58
max_freq_ghz = 0.04429
timing_worst_slew_pin_value_ns = 0.7232
worst_slack_ns = 1.520
untimed_endpoints = 32
max_slew_headroom_pct = 51.79
maxSlewViolCount = 0
timing.hold.ws_ns = 5.394
rsz_0062_raised_after_global_routing = "false"

[critical_path]
crit_path_max_fanout = 36
required_arrival_time_at_the_worst_endpoint_ns = 24.34
endpoint = "Register_result.Reg[31]$_DFF_P_"
endpoint_kind = "flip-flop"
worst-setup-path-type = "input pin to flip-flop"
cp-startpoint = "operation[1]"
worstSetupStartpointType = "input pin"
cp_slowest_cell = "sky130_fd_sc_hd__fa_1"
worst-endpoint-arrival_ns = 22.82
worst_path_most_repeated_cell = "sky130_fd_sc_hd__fa_1"
critical-path-max-stage-delay_ns = 0.48

[drt]
routed_via_density = 4.667
route.detailed.wl_per_inst_um = 13.48
first_iter_violations = 79
drc_errors = 0
dr.pass1.iters = 4
detail-route-antenna-nets = 0
aggregate_routed_wire_length_um = 7927
dr_total_vias = 2744
antenna_cells_inserted = 0

[global_route]
track_usage_pct = 17.59
globalRoute.totalOverflow = 0
via_count_of_the_first_global_routing_pass = 2642
first_pass_grt_wire_length_um = 13130
grt_start_max_net_pins = 69
antenna_found_initial = 0

[synthesis]
synth-seq-cells = 65
ys_area_um2 = 3796
synthesis.area_um2 = 3796
synthesis.area_per_instance_um2 = 10.52
synth_cell_types = 28
post_synth_inst_count = 361
synth-cells-yosys = 361
synth.yosys.warnings = 4

[placement]
buffer_ports.inserted = 101
dp_hpwl_um = 5191
placement.cell_area_um2 = 4873
pre_cts_ws_ns = 1.153
gp_routability_congestion = 0.7943
placedCellCount = 580

[clock_network]
clock_path_buffers = 2
gates_resized_cts_repair = 0
path_clk_slew_ns = 0.08
deepest_level_of_the_cts_h_tree = 2
cts_setup_buffers = 0
cts-root-buf = "sky130_fd_sc_hd__clkbuf_8"
postCtsHoldBufs = 0
tritoncts = "done"
tritoncts_buffers = 5

[outcome]
outcome = "finished clean"

[run]
tool_warnings = 25
timing.max_cap.violations = 0

[worst_hold_path]
hp-class = "input pin to flip-flop"
==> power groups by stage <==
stage / clock network [mW] / registers [mW] / logic (mW)
global route: 0.0541 / 0.0662 / 0.0709
finish: 0.0492 / 0.0655 / 0.0623
CTS: 0.0526 / 0.0656 / 0.0632
==> area by class of cell <==
class	instances	area, µm²
clock buffer	7	96.34
clock inverter	1	5.005
fill	807	4222
inverter	2	7.507
multi-input combinational	297	2550
sequential	65	1141
tap	111	138.9
timing repair buffer	105	1036
==> layer usage <==
metal | GRT usage [%] | up-vias | part of all wire [%]
met2 | 27.03 | 79 | 45
met5 | 0 | - | 0
met3 | 3.860 | 8 | 5.6
li1 | - | 1399 | -
met4 | 2.376 | 0 | 1.4
met1 | 27.46 | 1258 | 48
==> synth_stat cells, drive strengths merged <==
| master | instances | area share (%) |
|---|---|---|
| a21oi | 3 | 0.40 |
| a22oi | 1 | 0.20 |
| a31o | 1 | 0.23 |
| a31oi | 31 | 5.1 |
| and2 | 31 | 5.1 |
| buf | 22 | 5.0 |
| clkbuf | 6 | 0.59 |
| conb | 1 | 0.099 |
| dfxtp | 33 | 17 |
| dlxtn | 32 | 13 |
| fa | 31 | 16 |
| inv | 2 | 0.20 |
| mux2 | 1 | 0.30 |
| mux2i | 31 | 8.2 |
| nand2 | 32 | 3.6 |
| nand2b | 33 | 5.6 |
| nor2b | 3 | 0.69 |
| o21ai | 34 | 4.5 |
| o32ai | 1 | 0.43 |
| xnor2 | 32 | 13 |
==> logic make-up (layout without fill, tap and decap cells) <==
| family | after synthesis | in the layout | share of synthesized area [%] |
|---|---|---|---|
| and+or+nand+nor | 99 | 99 | 15.03 |
| AOI/OAI and AO/OA | 71 | 71 | 10.84 |
| DFF | 33 | 33 | 17.40 |
| xor gates and xnor gates | 32 | 32 | 13.32 |
| muxes | 32 | 32 | 8.471 |
| latches | 32 | 32 | 12.66 |
| adders and majority gates | 31 | 31 | 16.35 |
| buffers and inverters | 30 | 115 | 5.834 |
| other | 1 | 32 | 0.09878 |
==> worst min path at each step <==
stage                 start                          to  slack, ns  cells past startpoint
after CTS             a[31]  Register_c_out.Reg$_DFF_P_       5.39                      3
after global routing  a[31]  Register_c_out.Reg$_DFF_P_       5.42                      3
final                 a[31]  Register_c_out.Reg$_DFF_P_       5.39                      3
==> registers in the layout (all words and copies together) (netlist names) <==
register,count
Register_result.Reg,32
ALU.alu.alu1bit.alu_select.out,32
Register_c_out.Reg,1
==> worst max-delay path, delay by kind of cell <==
| family | cells | cell delay, ns |
|---|---|---|
| and+or+nand+nor | 33 | 5.36 |
| AOI/OAI and AO/OA | 1 | 0.08 |
| buffers and inverters | 2 | 0.85 |
| adders and majority gates | 31 | 11.05 |
| xor gates and xnor gates | 1 | 0.25 |
| latches | 1 | 0.34 |
==> cells in the final DEF, fill, tap and decap left out, types with 30 or more instances in the layout <==
cell type	n
sky130_fd_sc_hd__a31oi_1	31
sky130_fd_sc_hd__o21ai_1	31
sky130_fd_sc_hd__dfxtp_1	33
sky130_fd_sc_hd__clkdlybuf4s50_1	100
sky130_fd_sc_hd__xnor2_2	30
sky130_fd_sc_hd__nand2b_1	32
sky130_fd_sc_hd__fa_1	31
sky130_fd_sc_hd__nand2_1	31
sky130_fd_sc_hd__dlxtn_1	32
sky130_fd_sc_hd__conb_1	32
sky130_fd_sc_hd__and2_1	31
sky130_fd_sc_hd__mux2i_1	31
Power and IR drop assume default switching activity.
